===== flow/design.v =====
module dec_5to32 (
  input [4:0] a,
  output [31:0] b);  
  and (b[0 ], ~a[4], ~a[3], ~a[2], ~a[1], ~a[0]);
  and (b[1 ], ~a[4], ~a[3], ~a[2], ~a[1],  a[0]);
  and (b[2 ], ~a[4], ~a[3], ~a[2],  a[1], ~a[0]);
  and (b[3 ], ~a[4], ~a[3], ~a[2],  a[1],  a[0]);
  and (b[4 ], ~a[4], ~a[3],  a[2], ~a[1], ~a[0]);
  and (b[5 ], ~a[4], ~a[3],  a[2], ~a[1],  a[0]);
  and (b[6 ], ~a[4], ~a[3],  a[2],  a[1], ~a[0]);
  and (b[7 ], ~a[4], ~a[3],  a[2],  a[1],  a[0]);
  and (b[8 ], ~a[4],  a[3], ~a[2], ~a[1], ~a[0]);
  and (b[9 ], ~a[4],  a[3], ~a[2], ~a[1],  a[0]);
  and (b[10], ~a[4],  a[3], ~a[2],  a[1], ~a[0]);
  and (b[11], ~a[4],  a[3], ~a[2],  a[1],  a[0]);
  and (b[12], ~a[4],  a[3],  a[2], ~a[1], ~a[0]);
  and (b[13], ~a[4],  a[3],  a[2], ~a[1],  a[0]);
  and (b[14], ~a[4],  a[3],  a[2],  a[1], ~a[0]);
  and (b[15], ~a[4],  a[3],  a[2],  a[1],  a[0]);
  and (b[16],  a[4], ~a[3], ~a[2], ~a[1], ~a[0]);
  and (b[17],  a[4], ~a[3], ~a[2], ~a[1],  a[0]);
  and (b[18],  a[4], ~a[3], ~a[2],  a[1], ~a[0]);
  and (b[19],  a[4], ~a[3], ~a[2],  a[1],  a[0]);
  and (b[20],  a[4], ~a[3],  a[2], ~a[1], ~a[0]);
  and (b[21],  a[4], ~a[3],  a[2], ~a[1],  a[0]);
  and (b[22],  a[4], ~a[3],  a[2],  a[1], ~a[0]);
  and (b[23],  a[4], ~a[3],  a[2],  a[1],  a[0]);
  and (b[24],  a[4],  a[3], ~a[2], ~a[1], ~a[0]);
  and (b[25],  a[4],  a[3], ~a[2], ~a[1],  a[0]);
  and (b[26],  a[4],  a[3], ~a[2],  a[1], ~a[0]);
  and (b[27],  a[4],  a[3], ~a[2],  a[1],  a[0]);
  and (b[28],  a[4],  a[3],  a[2], ~a[1], ~a[0]);
  and (b[29],  a[4],  a[3],  a[2], ~a[1],  a[0]);
  and (b[30],  a[4],  a[3],  a[2],  a[1], ~a[0]);
  and (b[31],  a[4],  a[3],  a[2],  a[1],  a[0]);
endmodule

===== flow/run.sh =====
#!/bin/bash
# OpenROAD 26Q1-2900-gdf79404cd8, Yosys 0.63+post, stock flow scripts
make -C /OpenROAD-flow-scripts/flow DESIGN_CONFIG=/design/flow/config.mk WORK_HOME=/design/flow/orfs finish

===== flow/config.mk =====
export PLATFORM = sky130hd
export DESIGN_NAME = dec_5to32
export DESIGN_NICKNAME = dec_5to32
export VERILOG_FILES = /design/flow/design.v
export SDC_FILE = /design/flow/constraint.sdc
export NUM_CORES = 4
export LEC_CHECK = 1
export CORE_AREA = 10 10 70 70
export DIE_AREA = 0 0 80 80

===== flow/constraint.sdc =====
current_design dec_5to32

set clk_period 1.0
set clk_io_pct 0.2

create_clock -name clk0 -period $clk_period

set non_clock_inputs [all_inputs -no_clocks]
set_input_delay [expr $clk_period * $clk_io_pct] -clock clk0 $non_clock_inputs
set_output_delay [expr $clk_period * $clk_io_pct] -clock clk0 [all_outputs]

==> results.env <==
OUTCOME='complete, but fails checks'
VIOLATIONS='setup timing'
YOSYSSEQAREASHARE_PCT=0
TOTALNEGATIVESETUPSLACK_NS=-4.70
WORST-ENDPOINT-ARRIVAL_NS=1.03
FINALSETUPVIOLCOUNT=29
DETAILED_PLACE_HPWL_MM=1.30
POSTSYNTHAREAPERCELL_UM2=4.55
GRT_SETUP_UNREPAIRED='yes'
CP.REQUIRED_NS=0.80
ANTENNA_FOUND_INITIAL=0
FINALWORSTPATHREQUIREDPERIOD_NS=1.23
DRT_FIRST_PASS_ITERS=3
DRTITER0DRC=26
ROW_COUNT=21
POWER.IR.VDD_WORST_uV=56.9
N_FILL_CELL=352
WIRE_LENGTH_OF_THE_FIRST_GLOBAL_ROUTING_PASS_MM=2.91
DESIGN.SEQ.COUNT=0
FIRST_GLOBAL_VIAS=554
SYN-CELL-AREA_UM2=214
SYNTHESIS.YOSYS.WARNINGS=0
TIMING.CRITICAL_PATH.BUF_INV=5
ROUTE.ANTENNA.REMAINING_NETS=0
SEQCELLAREA_UM2=0
SYNTH_LARGEST_TYPE_AREA_FRACTION_PCT=56.1
NUMBER_OF_TOP_LEVEL_PINS=37
VIAS=549
LEAKAGEPOWER_nW=0.442
VIAS_PER_CELL=3.59
IO_BUFFER_COUNT=37
CRIT_PATH_MAX_INCR_DELAY_NS=0.20
DIE_HEIGHT_UM=80
CORE_UM2=3420
NUMPLACEDINSTANCES=130
ROUTE.DETAILED.WL_PER_INST_UM=12.7
DIODES=0
POWER-PER-CELL-AREA_nW_PER_UM2=291
ROUTABILITYCONGESTION=0.727
FMAX_MHz=815
LEADING_CELL_TYPES_BY_COUNT_AFTER_SYNTHESIS='sky130_fd_sc_hd__nor2_1, sky130_fd_sc_hd__clkbuf_1, sky130_fd_sc_hd__nand3b_1, sky130_fd_sc_hd__or3b_1, sky130_fd_sc_hd__nand2b_1'
YOSYS_AREA_UM2=214
SETUP.WORST_PATH.CLASS='in2out'
TIMING.CRITICAL_PATH.FROM_TYPE='input port'
FP_UTIL_PCT=6.26
CPLARGESTDELAYFAMILY='buffers and inverters'
TALLY_OF_OPENROAD_WARNINGS=34
LAYOUT.CLOCK_BUFFERS=0
CRITICAL_PATH.MAX_FANOUT=5
MAXCAPVIOLCOUNT=0
DRIVE_GT1_SHARE_PCT=87.9
TIMING.SLEW.HEADROOM_PCT=86.1
GRT_START_MAX_NET_PINS=9
WORSTMARGINPINSLEW_NS=0.208
SYNTHTOPCELLSBYAREA='sky130_fd_sc_hd__nor2_1, sky130_fd_sc_hd__or3b_1, sky130_fd_sc_hd__nand3b_1'
FIN_CRIT_SH_PCT=123
SLOWEST_STAGE='sky130_fd_sc_hd__nand3b_1'
POST-SYNTH-TOP-COUNT-CELL='sky130_fd_sc_hd__nor2_1'
GRT.OVERFLOW.TOTAL=0
CRIT_PATH_CELL_TRACE='buf_8, buf_6, nand3b_1, buf_6, buf_6, nor2_4, buf_2'
POST_SYNTH_NUM_CELL_TYPES=9
MET3_USAGE_PCT=2.95
ENDPOINTS_FAILING_HOLD=0
FINAL-COMB-AREA_UM2=368
USE_MET1_PCT=6.79
DRC=0
SLEW_VIOLATIONS=0
FIN_WS_NS=-0.226
CTS-HOLD-FIX-BUFFERS=0
CHIPAREA_UM2=6400
USE_MET2_PCT=8.75
CRIT_TOP_CELL='sky130_fd_sc_hd__buf_6'
AREA_LEADER_NETLIST='sky130_fd_sc_hd__nor2_1'
GRTUSAGETOTAL_PCT=5.50
DIE.SIZE.X_UM=80
POST_SYNTH_INST_COUNT=47
FINAL_CELLS=153
HOLD_PATH.CLASS='in2out'
LAYOUT-AREA-OVERHEAD-VS-SYNTH_PCT=326
YS_CELLS=47
ENDPOINT_KIND='output port'
GRT.BUSIEST_LAYER='met2'
ROUTED_WIRELENGTH_MM=1.94
stage by stage:
step                total power, mW  instance area, um2  hold slack [ns]  util [%]  setup WS, ns
floorplan                    0.0431                 214            0.523         -        0.0932
global placement              0.133                 653             1.56      19.1        -0.955
detailed placement            0.133                 653             1.55      19.1        -0.948
CTS                           0.234                 818            0.695      24.0        -0.230
global route                  0.286                 912            0.728      26.7        -0.282
finish                        0.266                 912            0.712      26.7        -0.226
cell usage in the layout (no fill, tap or decap):
cell type                   n
sky130_fd_sc_hd__or2_4      1
sky130_fd_sc_hd__buf_6     17
sky130_fd_sc_hd__nand2_4    1
sky130_fd_sc_hd__nor2_1    10
sky130_fd_sc_hd__buf_8      4
sky130_fd_sc_hd__or3b_4     3
sky130_fd_sc_hd__buf_4     10
sky130_fd_sc_hd__nor2_4    12
sky130_fd_sc_hd__buf_2     32
sky130_fd_sc_hd__or3_4      1
sky130_fd_sc_hd__nand3b_1   3
sky130_fd_sc_hd__nand3_4    1
sky130_fd_sc_hd__nor2_2    10
sky130_fd_sc_hd__nand2b_4   2
cells by family (layout without fill, tap and decap cells):
family / Yosys count / after routing / share of synthesized area [%]
buf+inv: 3 / 63 / 5.26
simple gates: 44 / 44 / 94.7
tightest hold or removal path, cell delays in order:
cell                       delay, ns
sky130_fd_sc_hd__buf_8          0.10
sky130_fd_sc_hd__nand2b_4       0.07
sky130_fd_sc_hd__nor2_4         0.04
sky130_fd_sc_hd__buf_2          0.10
worst paths after layout:
check / slack, ns / endpoint / cells after the start / start
max: -0.23 / b[15] / 7 / a[4]
min: 0.71 / b[27] / 4 / a[1]
area by class of cell:
class	count	share of cell area (%)
multi-input combinational	44	40.3
tap	46	6.31
timing repair buffer	63	53.4
power breakdown:
part	internal [mW]	total [mW]	switching [mW]
Sequential	0	0	0
Combinational	0.149	0.266	0.116
Clock	0	0	0
routing by layer:
| metal | routed length (um) | part of all wire (%) |
|---|---|---|
| met3 | 243 | 13 |
| met1 | 825 | 42 |
| met2 | 875 | 45 |
| met4 | 0 | 0 |
| met5 | 0 | 0 |
repair_timing:
item / 4_1_cts / 5_1_grt
buffers inserted: 23 / 2
gates resized: 172 / 27
setup endpoints to repair: 32 / 32
pin swaps: 36 / 19
Power and IR drop assume default switching activity.
